--- /design/flow/design.v ---
module nco_phase_ctrl #(
    parameter PHASE_W = 16   
)(
    input  wire                     clk,
    input  wire                     rst_n,
    input  wire                     cfo_valid,
    input  wire signed [PHASE_W-1:0] cfo_eps_hat,  
    input  wire                     phase_update_en,  
    input  wire                     phase_err_valid,  
    input  wire signed [PHASE_W-1:0] phase_err,       
    output reg  signed [PHASE_W-1:0] phase_out,       
    output wire signed [PHASE_W-1:0] acc_tap          
);
    reg signed [PHASE_W-1:0] phase_inc;
    always @(posedge clk or negedge rst_n) begin
        if (!rst_n) begin
            phase_inc <= 0;
        end else if (cfo_valid) begin
            phase_inc <= (cfo_eps_hat * $signed(16'd201)) >>> 11;
        end
    end
    localparam signed [PHASE_W-1:0] PI_POS = 16'd6434;
    localparam signed [PHASE_W-1:0] PI_NEG = -16'd6434;
    localparam signed [PHASE_W-1:0] TWO_PI = 16'd12868;
    reg signed [PHASE_W-1:0] acc;
    reg signed [PHASE_W:0]   next_acc;  
    always @(posedge clk or negedge rst_n) begin
        if (!rst_n) begin
            acc <= 0;
        end else begin
            next_acc = acc;
            if (cfo_valid)
                next_acc = 0;
            if (phase_update_en) begin
                next_acc = acc + phase_inc;
            end
            if (phase_err_valid) begin
                next_acc = next_acc - phase_err;
            end
            if (next_acc > PI_POS)      acc <= next_acc - TWO_PI;
            else if (next_acc < PI_NEG) acc <= next_acc + TWO_PI;
            else                        acc <= next_acc[PHASE_W-1:0];
        end
    end
    always @(posedge clk) begin
        phase_out <= acc;
    end
    assign acc_tap = acc;
endmodule
--- /design/flow/run.sh ---
#!/bin/bash
# OpenROAD 26Q1-2900-gdf79404cd8, Yosys 0.63+post, stock flow scripts
make -C /OpenROAD-flow-scripts/flow DESIGN_CONFIG=/design/flow/config.mk WORK_HOME=/design/flow/orfs finish
--- /design/flow/config.mk ---
export PLATFORM = sky130hd
export DESIGN_NAME = nco_phase_ctrl
export DESIGN_NICKNAME = nco_phase_ctrl
export VERILOG_FILES = /design/flow/design.v
export SDC_FILE = /design/flow/constraint.sdc
export NUM_CORES = 4
export LEC_CHECK = 1
export CORE_UTILIZATION = 30
--- /design/flow/constraint.sdc ---
current_design nco_phase_ctrl

set clk_period 15.1
set clk_io_pct 0.2

create_clock -name clk0 -period $clk_period [get_ports {clk}]

set non_clock_inputs [all_inputs -no_clocks]
set_input_delay [expr $clk_period * $clk_io_pct] -clock clk0 $non_clock_inputs
set_output_delay [expr $clk_period * $clk_io_pct] -clock clk0 [all_outputs]
==> results_dict.tcl <==
# place-and-route summary
set metrics [dict create \
    dp.cells 844 \
    cp_max_fo 17 \
    ff2ff_path_depth 19 \
    start_kind "input port" \
    drt_iter0_drc 244 \
    grt_pass1_wl_um 20300 \
    drc 0 \
    setup_viol 0 \
    crit_required_ns 15.25 \
    max_stage_delay_ns 0.74 \
    wl_met1_um 6310 \
    synth_cells 575 \
    htreeDepth 2 \
    r2r_slack_ns 9.47 \
    criticalPathCategory "in2reg" \
    fp_util 0.310 \
    end_kind "flop" \
    final_cells 852 \
    ff_type "dfrtp_1" \
    vias_per_cell 4.99 \
    cts_hold_buf 0 \
    ys_seq_share 0.178 \
    warning_count 27 \
    cts_sinks 37 \
    synth_cell_types 73 \
    drive_gt1_frac 0.0484 \
    cts_root_buf "clkbuf_16" \
    whs_path_depth 0 \
    dp_hpwl_um 10100 \
    wl_met2_um 5260 \
    ant_nets 0 \
    hold_path_class "reg2reg" \
    wl_met3_um 632 \
    chip_area_mm2 0.0164 \
    critical_path_arrival_ns 8.01 \
    clk_pin_slew_ns 0.06 \
    synth-edff-count 0 \
    crit_path_start "cfo_valid" \
    hold_viol 0 \
    antenna_found_initial 0 \
    cts_made_buffers 5 \
    wl_um 12300 \
    diodes 0 \
    min_to "phase_out[0]$_DFF_P_" \
    topRoutingLayerUsed "met4" \
    pin_count 69 \
    syn_area_per_cell_um2 8.27 \
    slew_violations 0 \
    placementRows 45 \
    clk_latency_ns 0.29 \
    yosys-stat-cells 575 \
    status "complete, no violations" \
    io_buffers 68 \
    crit_path_cell_trace "clkdlybuf4s50_1 -> nor2_1 -> buf_4 -> a211o_1 -> nor2_1 -> inv_1 -> ha_1 -> a21o_1 -> a21oi_1 -> a21oi_1 -> a2111oi_2 -> a221oi_2 -> o31ai_1 -> a311oi_2 -> nor4_1 -> or2_0 -> o22ai_1 -> xnor2_1" \
    dr.pass1.iters 4 \
    postCtsSetupBuffers 0 \
    cp_top_family "AND-OR/OR-AND gates" \
    synth_area_mm2 0.00475 \
    clk_path_buf_depth 2 \
    cts_tree "done" \
    r2r-end "acc[8]$_DFF_PN0_" \
    grt_pass1_vias 4014 \
    cp_num_buf_inv 3 \
    period_minus_slack_ns 7.86 \
    die_h_um 128 \
    slew_headroom 0.430 \
    grt_usage 0.159 \
    ys.flops 37 \
    timing.fmax_mhz 127 \
    overflow 0 \
    tightest_slew_ns 0.856 \
    grt_max_degree 32 \
    die_x_um 128 \
    tns_ns 0 \
    finalClockSkew_ns 0.00418 \
    finalClockPeriodUsage 0.520 \
    syn2layout_area_growth_pct 22.1 \
    drv_cap 0 \
    place_congestion 0.898 \
    yosys_warnings 1 \
    synthArstFlopShare 0.568 \
    final_util 0.379 \
    hold_start "acc[0]$_DFF_PN0_" \
    fillers 1547 \
    ys_chip_area_mm2 0.00475 \
    vias 4250 \
    slowest_stage "clkdlybuf4s50_1" \
    r2r-start "acc[0]$_DFF_PN0_" \
    coreArea_mm2 0.0153 \
    rsz0062_at_grt "no" \
    wire_per_inst_um 14.5 \
    cts.repair.resized 0 \
]
==> worst max path at each step <==
stage / to / cells past startpoint
finish: acc[8]$_DFF_PN0_ / 18
global route: acc[13]$_DFF_PN0_ / 17
CTS: acc[8]$_DFF_PN0_ / 18
==> cell families (layout without fill, tap and decap cells) <==
kind of cell | count (synthesis) | in the layout | share of synthesized area
adders and majority gates | 84 | 84 | 0.248
and+or+nand+nor | 131 | 131 | 0.135
muxes | 12 | 12 | 0.0271
DFF | 37 | 37 | 0.178
buffers and inverters | 91 | 157 | 0.0753
AOI/OAI and AO/OA | 175 | 175 | 0.254
xor gates and xnor gates | 45 | 45 | 0.0829
==> layout by cell type (no fill, tap or decap), types with 4 or more instances in the layout <==
master	n
nand3_1	9
o21a_1	4
clkbuf_16	5
dfrtp_1	21
ha_1	67
a21o_1	13
nand4_1	4
a21oi_1	46
a211o_1	6
xnor2_1	33
o31ai_1	6
clkdlybuf4s50_1	68
nand3b_1	4
dfxtp_1	16
a221oi_1	5
nand2_1	48
nor2_1	29
o22ai_1	8
inv_1	75
o2bb2ai_1	4
fa_1	17
or3_1	4
mux2i_1	5
mux2_2	7
nor2b_1	7
o21ai_0	26
xor2_1	12
nand2b_1	7
o211ai_1	6
a211oi_1	8
a31oi_1	6
buf_4	5
==> per-stage QoR <==
step	area, um2	setup slack, ns	hold slack (ns)
floorplan	4750	8.09	0.366
global placement	5660	7.11	0.428
detailed placement	5660	6.98	0.423
CTS	5800	7.27	0.442
global route	5800	6.82	0.452
finish	5800	7.24	0.436
==> registers in the layout, summed over array words and instances (netlist names) <==
name and flops:
acc 16, phase_out 16, phase_inc 5
==> cell type report <==
cell class / count / area [um2] / share of cell area
multi-input combinational: 447 / 3550 / 0.612
clock buffer: 6 / 129 / 0.0222
clock inverter: 2 / 10.0 / 0.00173
inverter: 76 / 285 / 0.0492
timing repair buffer: 73 / 718 / 0.124
tap: 211 / 264 / 0.0455
sequential: 37 / 846 / 0.146
==> synthesized netlist by cell type, types with 8 or more instances <==
master / n / share of area
a21o_1: 13 / 0.021
a21oi_1: 46 / 0.048
inv_1: 75 / 0.059
xor2_1: 12 / 0.022
fa_1: 17 / 0.072
nor2_1: 29 / 0.023
dfrtp_1: 21 / 0.11
nand2_1: 48 / 0.038
o22ai_1: 8 / 0.011
xnor2_1: 33 / 0.061
nand3_1: 9 / 0.0095
dfxtp_1: 16 / 0.067
ha_1: 67 / 0.18
a211oi_1: 8 / 0.013
o21ai_0: 26 / 0.027
==> layer usage <==
layer	track usage	vias to the layer above
li1	-	2198
met1	0.251	1945
met2	0.242	100
met3	0.0204	7
met4	0.0138	0
met5	0	-

`./constraint.sdc`:
```
current_design mimo_zf_2x2

set clk_period 1.0
set clk_io_pct 0.2

create_clock -name clk0 -period $clk_period [get_ports {clk}]

set non_clock_inputs [all_inputs -no_clocks]
set_input_delay [expr $clk_period * $clk_io_pct] -clock clk0 $non_clock_inputs
set_output_delay [expr $clk_period * $clk_io_pct] -clock clk0 [all_outputs]
```
`./config.mk`:
```
export PLATFORM = sky130hd
export DESIGN_NAME = mimo_zf_2x2
export DESIGN_NICKNAME = mimo_zf_2x2
export VERILOG_FILES = /design/flow/design.v
export SDC_FILE = /design/flow/constraint.sdc
export NUM_CORES = 4
export LEC_CHECK = 1
export CORE_UTILIZATION = 50
```
`./design.v`:
```
module complex_mult #(
    parameter WIDTH = 16,
    parameter FRAC  = 11
)(
    input  wire signed [WIDTH-1:0] a_re, a_im,
    input  wire signed [WIDTH-1:0] b_re, b_im,
    output reg  signed [WIDTH-1:0] p_re, p_im
);
    wire signed [2*WIDTH-1:0] ac = a_re * b_re;
    wire signed [2*WIDTH-1:0] bd = a_im * b_im;
    wire signed [2*WIDTH-1:0] ad = a_re * b_im;
    wire signed [2*WIDTH-1:0] bc = a_im * b_re;
    wire signed [2*WIDTH:0] re_long = ac - bd;
    wire signed [2*WIDTH:0] im_long = ad + bc;
    wire signed [2*WIDTH:0] re_shifted = re_long >>> FRAC;
    wire signed [2*WIDTH:0] im_shifted = im_long >>> FRAC;
    localparam signed [WIDTH-1:0] MAX_VAL = {1'b0, {(WIDTH-1){1'b1}}};  
    localparam signed [WIDTH-1:0] MIN_VAL = {1'b1, {(WIDTH-1){1'b0}}};  
    always @(*) begin
        if (re_shifted > MAX_VAL)      p_re = MAX_VAL;
        else if (re_shifted < MIN_VAL) p_re = MIN_VAL;
        else                           p_re = re_shifted[WIDTH-1:0];
        if (im_shifted > MAX_VAL)      p_im = MAX_VAL;
        else if (im_shifted < MIN_VAL) p_im = MIN_VAL;
        else                           p_im = im_shifted[WIDTH-1:0];
    end
endmodule
module mimo_zf_2x2 #(
    parameter DATA_W = 16,
    parameter FRAC   = 11
)(
    input  wire                     clk,
    input  wire                     rst_n,
    input  wire                     in_valid,
    input  wire signed [DATA_W-1:0] Y1_re, Y1_im,
    input  wire signed [DATA_W-1:0] Y2_re, Y2_im,
    input  wire signed [DATA_W-1:0] h00_re, h00_im,  
    input  wire signed [DATA_W-1:0] h01_re, h01_im,  
    input  wire signed [DATA_W-1:0] h10_re, h10_im,  
    input  wire signed [DATA_W-1:0] h11_re, h11_im,  
    output reg                      out_valid,
    output reg signed [DATA_W-1:0] X1_re, X1_im,
    output reg signed [DATA_W-1:0] X2_re, X2_im
);
    wire signed [DATA_W-1:0] p00_re, p00_im;
    wire signed [DATA_W-1:0] p01_re, p01_im;
    wire signed [DATA_W-1:0] p10_re, p10_im;
    wire signed [DATA_W-1:0] p11_re, p11_im;
    complex_mult #(.WIDTH(DATA_W), .FRAC(FRAC)) u_mul_00 (
        .a_re(h00_re), .a_im(h00_im), .b_re(Y1_re), .b_im(Y1_im),
        .p_re(p00_re), .p_im(p00_im)
    );
    complex_mult #(.WIDTH(DATA_W), .FRAC(FRAC)) u_mul_01 (
        .a_re(h01_re), .a_im(h01_im), .b_re(Y2_re), .b_im(Y2_im),
        .p_re(p01_re), .p_im(p01_im)
    );
    complex_mult #(.WIDTH(DATA_W), .FRAC(FRAC)) u_mul_10 (
        .a_re(h10_re), .a_im(h10_im), .b_re(Y1_re), .b_im(Y1_im),
        .p_re(p10_re), .p_im(p10_im)
    );
    complex_mult #(.WIDTH(DATA_W), .FRAC(FRAC)) u_mul_11 (
        .a_re(h11_re), .a_im(h11_im), .b_re(Y2_re), .b_im(Y2_im),
        .p_re(p11_re), .p_im(p11_im)
    );
    function signed [DATA_W-1:0] sat_add;
        input signed [DATA_W-1:0] a;
        input signed [DATA_W-1:0] b;
        reg signed [DATA_W:0] sum;  
        reg signed [DATA_W:0] max_limit;
        reg signed [DATA_W:0] min_limit;
        begin
            sum = a + b;
            max_limit = $signed({1'b0, {(DATA_W-1){1'b1}}});  
            min_limit = $signed({1'b1, {(DATA_W-1){1'b0}}});  
            if (sum > max_limit)
                sat_add = max_limit[DATA_W-1:0];
            else if (sum < min_limit)
                sat_add = min_limit[DATA_W-1:0];
            else
                sat_add = sum[DATA_W-1:0];
        end
    endfunction
    always @(posedge clk or negedge rst_n) begin
        if (!rst_n) begin
            out_valid <= 1'b0;
            X1_re <= 0; X1_im <= 0;
            X2_re <= 0; X2_im <= 0;
        end else begin
            out_valid <= in_valid;
            if (in_valid) begin
                X1_re <= sat_add(p00_re, p01_re);
                X1_im <= sat_add(p00_im, p01_im);
                X2_re <= sat_add(p10_re, p11_re);
                X2_im <= sat_add(p10_im, p11_im);
            end else begin
                X1_re <= 0; X1_im <= 0;
                X2_re <= 0; X2_im <= 0;
            end
        end
    end
endmodule
```
`./run.sh`:
```
#!/bin/bash
# OpenROAD 26Q1-2900-gdf79404cd8, Yosys 0.63+post, stock flow scripts
make -C /OpenROAD-flow-scripts/flow DESIGN_CONFIG=/design/flow/config.mk WORK_HOME=/design/flow/orfs finish
```
==> run notes <==
Item: results of the latest flow run.

- The final count of negative-setup-slack endpoints is 194.
- The number of antenna violations at the first check in global routing is 21.
- The number of global-route vias before repair is 130413.
- The number of clock sinks came to 65.
- The checks that failed: setup timing.
- The I/O pin count is 260.
- Once detail routing completed, the nets flagged for antenna violations numbered 0.
- The number of CTS-inserted buffers is 9.
- The clock tree root buffer cell is sky130_fd_sc_hd__clkbuf_16.
- The stat command in Yosys gives a chip area of 166000 um2.
- After Yosys synthesis, and, or, nand and nor cells account for 14.2% of the synthesized area.
- According to the floorplan report, the total die area is 334000 um2.
- The share of the cycle needed by the critical path after routing is 999%.
- The highest clock rate is 100 MHz.
- After detailed routing, the number of vias per cell comes to 4.88.
- The worst-case setup margin in the final layout is -8.99 ns.
- The worst min-delay path class is in -> async.
- The layout report lists the multi-input gate area as 144000 um2.
- The transition time at the pin with the least slew margin is 0.919 ns.
- Of the total synthesized cell area, the portion taken by AND-OR and OR-AND cells is 2.81%.
- The worst pin sits at a relative slew slack of 38.5%.
- The total overflow reported by the global router is 0.
- The number of warning messages in the yosys log is 2.
- Routability-driven placement finished with a final weighted congestion of 0.991.
- The horizontal die dimension is 578 um.
- The area added between synthesis and finish is 19.6%.
- For this run, design rule violations remaining after detail routing come to 0.
- The post-route netlist has 16.7% of its cells at a drive strength greater than 1.
- The number of cell rows is 211.
- The critical path endpoint has a required time of 1.27 ns.
- Counting flops with an async set or reset pin after synthesis yields a share of 100%.
- The initial core utilization is 50.3%.
- The run finished, with violations left.
- Per the STA report, the cell with the highest stage delay on the worst path is sky130_fd_sc_hd__fa_2.
- The largest single stage delay on the critical path is 0.64 ns.
- Across all layers, the routed design uses 117914 vias.
- Per the post-synthesis stats, the area per cell is 9.29 um2.
- After detailed routing, the average wire length per cell comes to 19.2 um.
- Summing over the stages, the warning tally comes to 36.
- Per the CTS log, the maximum H-tree level is 3.
- Looking at the critical path, the highest net fanout was 11.
- Across the whole layout, storage elements account for 1630 um2.
- The count of input and output buffers is 259.
- After filler insertion, the fill cell instance count of the layout stands at 27982.
- Detailed placement finished with a half-perimeter wire length of 398000 um.
- TritonCTS built the clock tree.
- Setup repair after global routing could not meet its margin everywhere.
- The nature of the critical path endpoint is a register.
- The yosys stat cell total is 17862.
- For reference, the final report shows the hold violation count at 0.
- Looking at the worst setup and hold paths, the clock pins of their registers show a slew of 0.09 ns.
- According to the floorplan report, the die height is 578 um.
- The post-synthesis adder-cell area fraction is 66.2%.
- The global-route usage over all layers is 32.3%.
- Counting I/O delays and the setup requirement, the final critical path takes 9.99 ns.
- The number of max-cap violations is 0.
- The cell occurring most often along the worst timing path is sky130_fd_sc_hd__fa_1.
- The final max-slew violation count is 0.
- The multiplexer share of the synthesized area is 0.0128%.
- Before CTS, the worst setup slack after placement is -9.94 ns.
- For this run, the leading register cell type out of synthesis is sky130_fd_sc_hd__dfrtp_1.
- The worst setup path is launched from a primary input.
- Yosys mapped a number of flops with a built-in enable equal to 0.
- The mapped netlist covers 166000 um2.
- The first global-routing pass estimated 745000 um of wire.
- The cell count after synthesis came out at 17862.
- The library cells used most frequently in the layout, excluding fill and tap cells, are sky130_fd_sc_hd__inv_1 (5196), sky130_fd_sc_hd__fa_1 (4601), sky130_fd_sc_hd__and2_1 (2058).
- The proportion of synthesized chip area in sequential cells is 0.980%.
- The number of library cell types mapped by synthesis is 85.
- By area, the combinational part of the netlist is dominated by adder cells.
- In this run, the number of DRC markers left after iteration 0 of detailed routing was 4286.
- Per the synth log, the flip-flop and latch total comes to 65.
- The leading cell type in the layout, fill and taps excluded is sky130_fd_sc_hd__inv_1.
- In this run the deepest clock path goes through 2 buffers.
- The area inside the core boundary is 330000 um2.
- The critical path class is in -> reg.
- For the worst setup path, the data arrival time is 10.25 ns.
- The first detailed-routing pass ran for 5 iterations.
- After detailed routing, the total wire length is 463000 um.
- Summing the areas of all xor and xnor instances in the mapped netlist gives 1.97% of the synthesized area.
- The maximum number of pins on one net before global-route repair is 38.
[path summary, 6_finish.rpt]
check	startpoint	to	slack [ns]
max in group asynchronous	rst_n	X1_re[5]$_DFF_PN0_	-0.26
hold / removal	rst_n	X2_re[9]$_DFF_PN0_	0.51
min in group clk0	in_valid	out_valid$_DFF_PN0_	0.70
setup / recovery	h00_im[11]	X1_re[14]$_DFF_PN0_	-8.99
[flip-flops by register name (all words and copies together) (netlist names)]
signal	count
X2_re	16
X1_im	16
out_valid	1
X1_re	16
X2_im	16
[synth_stat cells, types with 25 or more instances]
| master | instances | area (um2) |
|---|---|---|
| sky130_fd_sc_hd__clkbuf_1 | 789 | 2960 |
| sky130_fd_sc_hd__o21ai_0 | 119 | 596 |
| sky130_fd_sc_hd__and2_1 | 2097 | 13100 |
| sky130_fd_sc_hd__nand3_1 | 40 | 200 |
| sky130_fd_sc_hd__ha_1 | 1272 | 15900 |
| sky130_fd_sc_hd__a21o_1 | 145 | 1090 |
| sky130_fd_sc_hd__fa_1 | 4692 | 93900 |
| sky130_fd_sc_hd__and3_1 | 28 | 175 |
| sky130_fd_sc_hd__xnor2_1 | 274 | 2400 |
| sky130_fd_sc_hd__nor3_1 | 50 | 250 |
| sky130_fd_sc_hd__buf_1 | 60 | 225 |
| sky130_fd_sc_hd__o21a_1 | 37 | 278 |
| sky130_fd_sc_hd__nor2_1 | 291 | 1090 |
| sky130_fd_sc_hd__nand2b_1 | 113 | 707 |
| sky130_fd_sc_hd__xor2_1 | 98 | 858 |
| sky130_fd_sc_hd__dfrtp_1 | 65 | 1630 |
| sky130_fd_sc_hd__inv_1 | 5271 | 19800 |
| sky130_fd_sc_hd__nor2b_1 | 25 | 156 |
| sky130_fd_sc_hd__a21boi_0 | 39 | 293 |
| sky130_fd_sc_hd__nand4_1 | 25 | 156 |
| sky130_fd_sc_hd__nand2_1 | 1882 | 7060 |
| sky130_fd_sc_hd__a21oi_1 | 188 | 941 |
[worst max-delay path, delay by kind of cell]
family | cells | cell delay, ns
adder cells (fa/ha/maj) | 10 | 4.82
AND-OR/OR-AND | 13 | 2.39
AND/OR/NAND/NOR | 7 | 1.59
buffers and inverters | 9 | 1.26
[what timing repair did]
item | in CTS | in global routing
gates resized | 834 | 316
hold buffers | 1 | 0
endpoints found under the setup margin | 129 | 194
pin swaps | 331 | 251
endpoints found under the hold margin | 65 | 0
cloned | 38 | 9
setup buffers | 228 | 74
[layout make-up]
class	instances	area share (%)
multi-input cells	11664	72.5
repair buffers	2760	13.7
inverters	5273	9.99
well taps	4366	2.75
flip-flops and latches	65	0.820
clock buffers	10	0.120
clock inverters	6	0.0567
diodes	13	0.0164
[metrics by stage]
step	TNS (ns)	cell area (um2)	utilization [%]	hold WS, ns	cells
global route	-614.32	199000	60.1	0.537	24149
global placement	-627.43	192000	58.0	0.0908	23787
CTS	-600.51	197000	59.6	0.522	24064
floorplan	-543.14	168000	-	-0.0956	17862
detailed placement	-630.54	192000	58.0	0.0903	23787
finish	-585.45	199000	60.1	0.512	24157
[metal layers]
| metal | part of all wire, % | global-route usage, % | routed length, um |
|---|---|---|---|
| met2 | 48 | 49.2 | 222000 |
| met1 | 37 | 45.6 | 173000 |
| met5 | 0.039 | 0 | 180 |
| met4 | 5.3 | 11.6 | 24500 |
| met3 | 9.3 | 11.3 | 43200 |
[kinds of logic after synthesis]
logic type      after synthesis
buf+inv                    6134
flops                        65
compound gates              696
fa+ha+maj                  5964
xor+xnor                    373
mux                           2
simple gates               4628
